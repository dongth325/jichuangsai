==> design/flow/design.v <==
module ysyx_24090012_CLINT (
    input wire         clk,
    input wire         rst,
    input  wire        s_axi_arvalid,
    output reg         s_axi_arready,
    input  wire [31:0] s_axi_araddr,
    output reg         s_axi_rvalid,
    input  wire        s_axi_rready,
    output reg [31:0]  s_axi_rdata,
    output wire [1:0]  s_axi_rresp
);
    reg [63:0] mtime;
    localparam IDLE = 1'b0;
    localparam READ = 1'b1;
    reg state;
    reg next_state;
    reg [31:0] addr_r;   
    always @(posedge clk) begin
        if (rst) begin
            mtime <= 64'h0;
        end else begin
            mtime <= mtime + 64'h1;
        end
    end
    always @(posedge clk) begin
        if (rst) begin
            state <= IDLE;
        end else begin
            state <= next_state;
        end
    end
    always @(posedge clk) begin
        if (rst) begin
            addr_r <= 32'h0;
        end else if (state == IDLE && s_axi_arvalid) begin
            addr_r <= s_axi_araddr;   
        end
    end
    always @(*) begin
        case (state)
            IDLE: begin
                if (s_axi_arvalid) begin
                    next_state = READ;
                end else begin
                    next_state = IDLE;
                end
            end
            READ: begin
                if (s_axi_rready) begin
                    next_state = IDLE;
                end else begin
                    next_state = READ;
                end
            end
            default: next_state = IDLE;
        endcase
    end
    always @(posedge clk) begin
        if (rst) begin
            s_axi_arready <= 1'b0;
            s_axi_rvalid <= 1'b0;
            s_axi_rdata <= 32'h0;
        end else begin
            case (state)
                IDLE: begin
                    s_axi_arready <= 1'b1;   
                    s_axi_rvalid <= 1'b0;    
                end
                READ: begin
                    s_axi_arready <= 1'b0;   
                    s_axi_rvalid <= 1'b1;    
                    case (addr_r[3:0])
                        4'h8: s_axi_rdata <= mtime[31:0];    
                        4'hC: s_axi_rdata <= mtime[63:32];   
                        default: s_axi_rdata <= 32'h0;       
                    endcase
                end
            endcase
        end
    end
    assign s_axi_rresp = 2'b00;
endmodule
==> design/flow/run.sh <==
#!/bin/bash
# OpenROAD 26Q1-2900-gdf79404cd8, Yosys 0.63+post, stock flow scripts
make -C /OpenROAD-flow-scripts/flow DESIGN_CONFIG=/design/flow/config.mk WORK_HOME=/design/flow/orfs finish
==> design/flow/config.mk <==
export PLATFORM = sky130hd
export DESIGN_NAME = ysyx_24090012_CLINT
export DESIGN_NICKNAME = ysyx_24090012_CLINT
export VERILOG_FILES = /design/flow/design.v
export SDC_FILE = /design/flow/constraint.sdc
export NUM_CORES = 4
export LEC_CHECK = 1
export CORE_UTILIZATION = 40
==> design/flow/constraint.sdc <==
current_design ysyx_24090012_CLINT

set clk_period 7.2
set clk_io_pct 0.2

create_clock -name clk0 -period $clk_period [get_ports {clk}]

set non_clock_inputs [all_inputs -no_clocks]
set_input_delay [expr $clk_period * $clk_io_pct] -clock clk0 $non_clock_inputs
set_output_delay [expr $clk_period * $clk_io_pct] -clock clk0 [all_outputs]
==> Changelog: implementation <==
### Physical design

* Status: complete, no violations
* Max Freq at 326 MHz
* Async S/R FF share, synth at 0%
* Final setup violation count at 0
* Top-Level Pins at 72
* Net Sw Frac at 22.7%
* Clk network pwr share at 39.5%
* Wire length of the first global-routing pass at 18100 µm
* First-pass detailed-route iteration total at 4
* Worst setup SP type: flop
* Fin crit period at 3.07 ns
* Max-cap violation count at 0
* GRT Total Usage at 20.1%
* GR met2 Demand/Resource at 28.8%
* Hpwl dp at 7370 µm
* Sw power at 0.254 mW
* Post-synth top area cell: dfxtp_1
* Layout area overhead at 16.3%
* Clock-pin slew on the worst setup and hold paths at 0.07 ns
* Sink Count at 103
* Die area at 11900 µm²
* Latency at later pin at 0.34 ns
* Slew @ Worst Pin at 0.799 ns
* YS warnings at 1
* Ant diodes at 0
* Htree depth at 3
* Largest net degree at the start of global routing at 70
* P_int at 0.861 mW
* Cells after Synth at 533
* Leakage at 1.59 nW
* Arrival time worst endpoint at 3.33 ns
* Grt ovf at 0
* Area share of the largest cell type after synthesis at 45.1%
* HP Class: flop to flop
* Seq/Total Area, Yosys at 45.1%
* CTS tree: built
* Slew HR at 46.2%
* CTS root buf: clkbuf_16
* Clk buf depth at 2
* Resized Gates After CTS at 0
* Antenna viol nets, final at 0
* Vias at 3957
* Grt peak-use layer: met1
* Residual DRC at 0
* Synth top area cells: dfxtp_1 45%, nor2_1 7.1%, a211oi_1 5.4%
* Final period utilization at 42.6%
* Avg Cell Area, Syn at 8.58 µm²
* Share of cells above drive strength 1 at 5.71%
* Crit path DRT at 7.47 ns
* Drt total wl at 11200 µm
* Core Region at 11000 µm²
* Primary FF master, synth: dfxtp_1
* Gate power share at 6.8%
* # hold bufs at CTS at 0
* Log Warnings at 53
* Die height at 109 µm
* Worst IR Drop VDD at 117 µV
* Pwr dens at 210 nW/µm²
* 1st-iter DRT viols at 337
* TritonCTS Buffers at 9
* Cell row count at 38
* Initial antenna violation count at 0
* Yosys stat cell total at 533
* EDFF count, synth at 0
* RSZ-0062 raised after global routing: no
* Synth unique cells at 40
* Register share of total power at 53.7%
* Max Slew Vio Count at 0
* Fin. Hold Viols at 0
* Setup TNS at 0 ns
* Synth flops at 103
* Initial core utilization at 41.6%
* Vias in the first global route at 3416
* Mean routed wirelength per cell at 16.0 µm
* Drt via density at 5.65
* Final GP Congestion at 0.866
* Crit path capture type: flop
* Chip Area, Yosys at 4570 µm²
* Setup Buffers After CTS at 0
* Port Buf Inserts at 41
* Cell area after synthesis at 4570 µm²
* Global-route track usage on met3 at 4.39%
* Path type of the worst setup path: flop to flop
* Worst Skew at 0.0102 ns
* Chip width at 109 µm
* CP max FO at 15
* Inst Count DP at 684
* GR Util met1 at 32.5%
* Final cell count without fillers at 700
[power by group through the flow]
stage / combinational (mW) / clock (mW) / sequential (mW)
4_1_cts: 0.0769 / 0.450 / 0.598
5_1_grt: 0.0855 / 0.479 / 0.600
6_report: 0.0757 / 0.441 / 0.598
[synth_stat cells, types with 2 or more instances]
library cell,n
nand2_1,27
or3_1,13
and2_1,2
a211oi_1,33
nor4b_1,2
nor3_1,6
or3_2,4
nor2b_1,3
buf_4,2
nor2_1,86
inv_1,6
or4_1,9
a22oi_1,32
buf_1,2
nand4_1,25
dfxtp_1,103
xor2_1,22
clkbuf_1,29
nand3_1,22
and3_1,6
and4_1,3
o21ai_0,16
o31ai_1,9
a21oi_1,25
buf_6,2
mux2i_1,4
nor4_1,13
xnor2_1,15
[final cells by class]
cell class	instances	area, µm²
flip-flops and latches	103	2060
multi-input cells	389	2360
repair buffers	46	443
inverters	6	22.5
clock inverters	4	22.5
clock buffers	12	236
well taps	140	175
fillers	1026	5660
[critical path, stage by stage, from the launching register on]
cell and delay [ns]:
dfxtp_1 0.44, nand4_1 0.35, nor4_1 0.74, nand3_1 0.64, or4_1 0.67, a21oi_1 0.14
[metrics by stage]
stage,total power [mW],hold slack (ns),setup WS [ns],instance area [µm²],util [%]
final,1.11,0.483,4.13,5320,48.4
after global routing,1.16,0.506,3.96,5320,48.4
after detailed placement,0.688,0.474,4.20,5060,46.1
after floorplan,0.647,0.450,4.61,4580,-
after global placement,0.687,0.464,4.26,5060,46.1
after CTS,1.13,0.484,4.18,5320,48.4
[state kept, by name (all words and copies together), names as in the netlist]
signal and count:
mtime 64, s_axi_rdata 32, addr_r 4, s_axi_arready 1
s_axi_rvalid 1, state 1
[routing by layer]
metal  part of all wire (%)  routed length (µm)  vias to the layer above
met1                     51                5690                     1847
met2                     42                4690                       97
li1                       -                   -                     2002
met5                      0                   0                        -
met4                    1.2                 129                        0
met3                    6.0                 668                       11
[path summary, 6_finish.rpt]
kind	start	to	slack, ns	cells past startpoint
setup reg to reg	mtime[11]	mtime[63]	4.13	5
hold reg to reg	mtime[63]	mtime[63]	0.48	2
hold / removal	mtime[63]	mtime[63]	0.48	2
setup / recovery	mtime[11]	mtime[63]	4.13	5
[layout by cell type, fill, tap and decap left out, drive strengths merged]
master         Yosys  final
and2               2      2
or2                1      1
nand4bb            1      1
o31ai              9      9
xor2              22     22
xnor2             15     15
clkdlybuf4s50      0     40
nor4b              2      2
or3               18     18
nand3             22     22
nor3               6      6
and3               6      6
nor4bb             1      1
nor4              13     13
nand2             27     27
or3b               1      1
nor2b              3      3
a22oi             32     32
and4               3      3
nand4             26     26
conb               1      2
clkinv             0      3
mux2i              4      4
ha                 1      1
buf                7      6
clkinvlp           0      1
nor2              86     86
o21ai             16     16
or4               11     11
a211oi            33     33
a21oi             25     25
inv                6      6
clkbuf            29     12
dfxtp            103    103
nand3b             1      1
[cells by family (layout without fill, tap and decap cells)]
group                      Yosys count  in the layout  synth area share (%)
DFF                                103            103                  45.1
and+or+nand+nor                    230            230                  26.0
xor gates and xnor gates            37             37                  7.08
other                                1              2                0.0820
buffers and inverters               42             68                  3.97
muxes                                4              4                 0.875
adders and majority gates            1              1                 0.273
AOI/OAI and AO/OA                  115            115                  16.6
No activity file was given, so power comes from the tool's default toggle rates.
