==> /design/flow/config.mk <==
export PLATFORM = sky130hd
export DESIGN_NAME = ysyx_24090012_arbiter
export DESIGN_NICKNAME = ysyx_24090012_arbiter
export VERILOG_FILES = /design/flow/design.v
export SDC_FILE = /design/flow/constraint.sdc
export NUM_CORES = 4
export LEC_CHECK = 1
export CORE_AREA = 10 10 188 188
export DIE_AREA = 0 0 198 198
==> /design/flow/constraint.sdc <==
current_design ysyx_24090012_arbiter

set clk_period 7.2
set clk_io_pct 0.2

create_clock -name clk0 -period $clk_period [get_ports {clk}]

set non_clock_inputs [all_inputs -no_clocks]
set_input_delay [expr $clk_period * $clk_io_pct] -clock clk0 $non_clock_inputs
set_output_delay [expr $clk_period * $clk_io_pct] -clock clk0 [all_outputs]
==> /design/flow/design.v <==
module ysyx_24090012_arbiter(
    input wire clk,
    input wire rst,
    input  wire        lsu_awvalid,
    output wire        lsu_awready,
    input  wire [31:0] lsu_awaddr,
    input  wire [3:0]  lsu_awid,
    input  wire [7:0]  lsu_awlen,
    input  wire [2:0]  lsu_awsize,
    input  wire [1:0]  lsu_awburst,
    input  wire        lsu_wvalid,
    output wire        lsu_wready,
    input  wire [31:0] lsu_wdata,
    input  wire [3:0]  lsu_wstrb,
    input  wire        lsu_wlast,
    input  wire        lsu_bready,
    output wire        lsu_bvalid,
    output wire [1:0]  lsu_bresp,
    output wire [3:0]  lsu_bid,
    input  wire        lsu_arvalid,
    output wire        lsu_arready,
    input  wire [31:0] lsu_araddr,
    input  wire [3:0]  lsu_arid,
    input  wire [7:0]  lsu_arlen,
    input  wire [2:0]  lsu_arsize,
    input  wire [1:0]  lsu_arburst,
    input  wire        lsu_rready,
    output wire        lsu_rvalid,
    output wire [1:0]  lsu_rresp,
    output wire [31:0] lsu_rdata,
    output wire        lsu_rlast,
    output wire [3:0]  lsu_rid,
    input  wire        ifu_arvalid,
    output wire        ifu_arready,
    input  wire [31:0] ifu_araddr,
    input  wire [3:0]  ifu_arid,
    input  wire [7:0]  ifu_arlen,
    input  wire [2:0]  ifu_arsize,
    input  wire [1:0]  ifu_arburst,
    input  wire        ifu_rready,
    output wire        ifu_rvalid,
    output wire [1:0]  ifu_rresp,
    output wire [31:0] ifu_rdata,
    output wire        ifu_rlast,
    output wire [3:0]  ifu_rid,
    output wire        io_master_awvalid,
    input  wire        io_master_awready,
    output wire [31:0] io_master_awaddr,
    output wire [3:0]  io_master_awid,
    output wire [7:0]  io_master_awlen,
    output wire [2:0]  io_master_awsize,
    output wire [1:0]  io_master_awburst,
    output wire        io_master_wvalid,
    input  wire        io_master_wready,
    output wire [31:0] io_master_wdata,
    output wire [3:0]  io_master_wstrb,
    output wire        io_master_wlast,
    output wire        io_master_bready,
    input  wire        io_master_bvalid,
    input  wire [1:0]  io_master_bresp,
    input  wire [3:0]  io_master_bid,
    output wire        io_master_arvalid,
    input  wire        io_master_arready,
    output wire [31:0] io_master_araddr,
    output wire [3:0]  io_master_arid,
    output wire [7:0]  io_master_arlen,
    output wire [2:0]  io_master_arsize,
    output wire [1:0]  io_master_arburst,
    output wire        io_master_rready,
    input  wire        io_master_rvalid,
    input  wire [1:0]  io_master_rresp,
    input  wire [31:0] io_master_rdata,
    input  wire        io_master_rlast,
    input  wire [3:0]  io_master_rid
);
    localparam IDLE      = 2'b00;
    localparam LSU_READ  = 2'b01;
    localparam IFU_READ  = 2'b10;
    reg [1:0] current_state;
    reg [1:0] next_state;
    always @(posedge clk) begin
        if (rst) begin
            current_state <= IDLE;
        end else begin
            current_state <= next_state;
        end
    end
    always @(*) begin
        case (current_state)
            IDLE: begin
                if (lsu_arvalid)           
                    next_state = LSU_READ;
                else if (ifu_arvalid)      
                    next_state = IFU_READ;
                else
                    next_state = IDLE;
            end
            LSU_READ: begin
                if (io_master_rvalid && io_master_rlast && lsu_rready)
                    next_state = IDLE;
                else
                    next_state = LSU_READ;
            end
            IFU_READ: begin
                if (io_master_rvalid && io_master_rlast && ifu_rready)
                    next_state = IDLE;
                else
                    next_state = IFU_READ;
            end
            default: next_state = IDLE;
        endcase
    end
    wire is_lsu_read  = (current_state == LSU_READ);
    wire is_ifu_read  = (current_state == IFU_READ);
    assign io_master_awvalid = lsu_awvalid;
    assign io_master_awaddr  = lsu_awaddr;
    assign io_master_awid    = lsu_awid;
    assign io_master_awlen   = lsu_awlen;
    assign io_master_awsize  = lsu_awsize;
    assign io_master_awburst = lsu_awburst;
    assign lsu_awready      = io_master_awready;
    assign io_master_wvalid  = lsu_wvalid;
    assign io_master_wdata   = lsu_wdata;
    assign io_master_wstrb   = lsu_wstrb;
    assign io_master_wlast   = lsu_wlast;
    assign lsu_wready       = io_master_wready;
    assign io_master_bready  = lsu_bready;
    assign lsu_bvalid       = io_master_bvalid;
    assign lsu_bresp        = io_master_bresp;
    assign lsu_bid          = io_master_bid;
wire use_lsu_addr = (current_state == IDLE && lsu_arvalid) || is_lsu_read;
wire use_ifu_addr = (current_state == IDLE && ifu_arvalid) || is_ifu_read;
assign io_master_arvalid = (lsu_arvalid && (current_state == IDLE || is_lsu_read)) || 
                          (ifu_arvalid && (current_state == IDLE || is_ifu_read));
assign io_master_araddr  = use_lsu_addr ? lsu_araddr : ifu_araddr;
assign io_master_arid    = use_lsu_addr ? lsu_arid : ifu_arid;
assign io_master_arlen   = use_lsu_addr ? lsu_arlen : ifu_arlen;
assign io_master_arsize  = use_lsu_addr ? lsu_arsize : ifu_arsize;
assign io_master_arburst = use_lsu_addr ? lsu_arburst : ifu_arburst;
    assign lsu_arready      = io_master_arready && (current_state == IDLE || is_lsu_read);
    assign ifu_arready      = io_master_arready && (current_state == IDLE || is_ifu_read);
    assign io_master_rready  = (lsu_rready && is_lsu_read) || (ifu_rready && is_ifu_read);
    assign lsu_rvalid = io_master_rvalid && is_lsu_read;
    assign lsu_rresp  = io_master_rresp;
    assign lsu_rdata  = io_master_rdata;
    assign lsu_rlast  = io_master_rlast;
    assign lsu_rid    = io_master_rid;
    assign ifu_rvalid = io_master_rvalid && is_ifu_read;
    assign ifu_rresp  = io_master_rresp;
    assign ifu_rdata  = io_master_rdata;
    assign ifu_rlast  = io_master_rlast;
    assign ifu_rid    = io_master_rid;
endmodule
==> /design/flow/run.sh <==
#!/bin/bash
# OpenROAD 26Q1-2900-gdf79404cd8, Yosys 0.63+post, stock flow scripts
make -C /OpenROAD-flow-scripts/flow DESIGN_CONFIG=/design/flow/config.mk WORK_HOME=/design/flow/orfs finish
==> job_summary.md <==
### Flow metrics

| Metric | Value |
|---|---|
| Mapped cell area | `between 0.002 and 0.0025 sq mm` |
| Number of failing hold endpoints at the final stage | `0` |
| Flip-flop count of the largest register after layout | `3` |
| Number of storage elements in the synthesis netlist | `3` |
| Non-filler cells in the finished layout | `approximately 640` |
| Hold Path Cell Cnt | `1` |
| Number of OpenROAD warnings | `25` |
| Post-Syn Instances | `about 250` |
| Level count of the clock H-tree | `1` |
| Slowest cell delay on critical path | `about 0.52 ns` |
| Worst slew pin tran | `approximately 0.55 ns` |
| Depth of the worst register-to-register path | `2` |
| Share of layout cells above drive strength 1 | `about a quarter` |
| Number of nets still failing antenna checks after routing | `0` |
| Cell taking the most area after synthesis | `buf_4` |
| Hold-fix buffer count after cts | `0` |
| Clock tree from TritonCTS | `yes` |
| Number of setup buffers added after CTS | `0` |
| Max capacitance violation total | `0` |
| Number of buffers and inverters on the critical path | `4` |
| Growth of design area from synthesis to finish | `37.0%` |
| HP Start | `current_state[1]` |
| Per-cell routed wire length | `about 15 um` |
| Power density relative to cell area | `96.9 mW/mm^2` |
| Insertion delay at the late pin of the worst-skew pair | `between 0.2 and 0.25 ns` |
| Count of unresolved DRC violations after routing | `0` |
| # port buffers | `roughly 160` |
| Top Family by Delay on Critical Path | `buffers and inverters` |
| # resized after CTS | `0` |
| CTS Buf Count | `3` |
| Placed Cells incl. Taps | `between 600 and 700` |
| Distinct lib cells used | `17` |
| Largest buffer count on any clock path | `2` |
| Site Rows | `between 60 and 70` |
| Number of antenna diodes | `0` |
| Vias after detailed routing | `1488` |
| Area of the die | `0.0392 sq mm` |
| Antenna violations before repair | `0` |
| Finished Core Util | `roughly a tenth` |
| Peak VDD IR | `roughly 0.000081 V` |
| Die boundary width | `around 200 um` |
| Clk Tree Root Cell | `clkbuf_16` |
| Post-route standard cell area excluding fillers | `roughly 0.0032 sq mm` |
| Leak Pwr | `between 1 and 1.5 nW` |
| CP Cell Sequence | `clkdlybuf4s50_1 > a21oi_4 > buf_4 > buf_4 > mux2_4 > clkdlybuf4s50_1` |
| Aggregate global routing overflow | `0` |
| Worst-path cell with the longest stage delay | `clkdlybuf4s50_1` |
| Critical path startpoint category | `input pin` |
| Drt initial violations | `between 40 and 50` |
| Via density per instance | `2.32` |
| Post-detailed-placement cell area | `about 0.003 sq mm` |
| Final count of negative-setup-slack endpoints | `0` |
| Remaining max-slew budget at the tightest pin | `a little over three fifths` |
| Final clock period utilization by the worst path | `between 70% and 80%` |
| Start-to-end type of the worst setup path | `in -> out` |
| Type of the worst min-delay path | `reg -> reg` |
| Reg-to-Reg Start | `current_state[1]` |
| Via count of the first global-routing pass | `~1600` |
| Post-DP HPWL | `about 8300 um` |
| Minimum clock period after layout | `5.37 ns` |
| Overall power after layout | `305 uW` |
| Arrival time at the worst endpoint | `between 3 and 4 ns` |
| Cells in synth_stat.txt | `~250` |
| Clock-pin slew on the worst setup and hold paths | `~0.030 ns` |
| Vertical die dimension | `198 um` |
| Logic depth of the worst setup path including buffers | `6` |
| Worst clock skew | `0.00140 ns` |
| Yosys warning total | `1` |
| Element type at the critical path end | `primary output` |
| Crit-path max FO | `27` |
| First element of the critical path | `lsu_arvalid` |
| Detailed Route WL | `roughly 9400 um` |
| Outcome | `finished clean` |
| Max Clock Freq | `roughly 0.19 GHz` |
| Unrepaired setup endpoints after global routing | `false` |
| Total negative slack for setup checks | `0 ns` |
| First-pass iteration count of the detailed router | `3` |
| Init Core Util | `under 10%` |
| # IOs | `about 470` |
| Reg with most FFs | `current_state` |
| TritonCTS sink count | `3` |
| Syn avg cell area | `between 9 and 10 sq um` |
| Required time at the endpoint of the critical path | `~5.8 ns` |
| Global-route wire length before repair | `12300 um` |
| Largest registers | `current_state: 3 flops` |
| Total routing usage reported by global routing | `4.31%` |
| Yosys chip area | `around 0.0023 sq mm` |
| GP Congestion | `around 0.75` |
| Core area | `approximately 0.031 sq mm` |
| Share of Yosys cell area claimed by the top area cell type | `~57%` |
| Top cells, area | `buf_4 57%, mux2_4 32%, dfxtp_1 2.6%` |
| Number of max-slew violations in the final report | `0` |
| Synth Seq Share | `between 2 and 3%` |
| Maximum number of pins on one net before global-route repair | `28` |
==> where the power goes <==
part	internal [mW]	total, mW	switching [mW]
Sequential	0.0181	0.0206	0.00250
Combinational	0.154	0.198	0.0439
Clock	0.0730	0.0872	0.0142
Total	0.245	0.305	0.0606
==> routing by layer <==
layer | part of all wire (%) | track usage, % | up-vias
li1 | - | - | 616
met1 | 28 | 3.60 | 561
met2 | 42 | 6.15 | 240
met3 | 22 | 4.08 | 71
met4 | 7.1 | 3.39 | 0
met5 | 0 | 0 | -
==> synthesized netlist by cell type <==
cell	n
a21oi_4	1
a22o_1	1
dfxtp_1	3
a311oi_1	1
buf_4	176
o21ai_0	2
nor4bb_1	1
a31o_2	1
nor3b_1	1
o21a_1	2
a211o_1	1
mux2_4	49
nand3_1	1
buf_6	5
nand2_1	2
and2_1	3
inv_1	1
==> kinds of logic (layout without fill, tap and decap cells) <==
logic type / count (synthesis) / after routing / synth area share, %
multiplexers: 49 / 49 / 32.0
buffers and inverters: 182 / 170 / 60.0
AND-OR/OR-AND: 9 / 9 / 3.32
AND/OR/NAND/NOR: 8 / 8 / 2.12
flip-flops: 3 / 3 / 2.61
==> final timing paths <==
path | endpoint | slack (ns)
setup / recovery | io_master_araddr[23] | 1.83
hold / removal | current_state[1] | 0.60
setup reg to reg | current_state[0] | 6.18
hold reg to reg | current_state[1] | 0.60
==> through the flow <==
| step | hold WS, ns | setup slack, ns |
|---|---|---|
| 2_1_floorplan | 0.522 | 3.64 |
| 3_3_place_gp | 0.576 | 1.82 |
| 3_5_place_dp | 0.578 | 1.76 |
| 4_1_cts | 0.593 | 1.76 |
| 5_1_grt | 0.642 | 1.68 |
| 6_report | 0.600 | 1.83 |
==> area by class of cell <==
cell class,count,area (sq um)
fillers,3609,28200
inverters,1,3.75
repair buffers,165,1650
clock buffers,4,78.8
well taps,402,503
multi-input cells,66,861
flip-flops and latches,3,60.1
==> worst reg2reg max path, delay by kind of cell (launching register included) <==
family             cells  cell delay [ns]
AOI/OAI and AO/OA      2             0.57
DFF                    1             0.34
==> cell usage in the layout, fill, tap and decap left out <==
cell / Yosys / final
a211o_1: 1 / 1
a21oi_4: 1 / 1
a22o_1: 1 / 1
a311oi_1: 1 / 1
a31o_2: 1 / 1
and2_1: 3 / 3
buf_4: 176 / 2
clkbuf_1: 0 / 1
clkbuf_16: 0 / 3
clkdlybuf4s50_1: 0 / 163
dfxtp_1: 3 / 3
inv_1: 1 / 1
mux2_4: 49 / 49
nand2_1: 2 / 2
nand3_1: 1 / 1
nor3b_1: 1 / 1
nor4bb_1: 1 / 1
o21a_1: 2 / 2
o21ai_0: 2 / 2
Power figures rest on the tool's default switching activity, not on a simulated workload.
