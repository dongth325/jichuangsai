==> design/flow/design.v <==
module ysyx_24090012_IFU (
    input  wire         clock,
    input  wire         reset,
    input  wire         if_allow_in,     
    input  wire [31:0]  if_next_pc,      
    input  wire         idu_ready,       
    output reg         idu_valid,       
    output reg [31:0]  idu_pc,          
    output reg [31:0]  idu_inst,        
    input  wire         io_master_arready,
    output reg         io_master_arvalid,
    output wire [31:0]  io_master_araddr,
    output wire [3:0]   io_master_arid,
    output wire [7:0]   io_master_arlen,
    output wire [2:0]   io_master_arsize,
    output wire [1:0]   io_master_arburst,
    output reg [1:0] state_out,
    input  wire         io_master_rvalid,
    input  wire [31:0]  io_master_rdata,
    input  wire [3:0]   io_master_rid,
    input  wire         io_master_rlast,
    input  wire [1:0]   io_master_rresp,
    output reg         io_master_rready
);
    localparam IDLE       = 2'b00;
    localparam FETCH_ADDR = 2'b01;
    localparam FETCH_DATA = 2'b10;
    reg [1:0] state;
    reg [1:0] next_state;
    reg [31:0] saved_pc;     
    reg [3:0]  curr_id;      
    always @(posedge clock) begin
        if (reset) begin
            state <= IDLE;
            curr_id <= 4'h0;
            saved_pc <= 32'h0;
        end else begin
            state <= next_state;
            if (next_state == FETCH_ADDR) begin
                saved_pc <= if_next_pc;
                curr_id <= curr_id + 4'h1;
            end
        end
    end
    always @(*) begin
        next_state = state;
        io_master_arvalid = 1'b0;
        io_master_rready = 1'b0;
        idu_valid = 1'b0;
        state_out = state;
        case (state)
            IDLE: begin
                if (if_allow_in) begin
                    next_state = FETCH_ADDR;
                end
            end
            FETCH_ADDR: begin
                io_master_arvalid = 1'b1;
                if (io_master_arready) begin
                    next_state = FETCH_DATA;
                end
            end
            FETCH_DATA: begin
                io_master_rready = 1'b1;
                if (io_master_rvalid && (io_master_rid == curr_id)) begin
                    idu_valid = 1'b1;
                    if (idu_ready) begin
                        next_state = IDLE;
                    end
                end
            end
            default: begin
                next_state = IDLE;
            end
        endcase
    end
    assign io_master_araddr  = saved_pc;
    assign io_master_arid    = curr_id;
    assign io_master_arlen   = 8'b0;         
    assign io_master_arsize  = 3'b010;       
    assign io_master_arburst = 2'b01;        
    assign idu_pc    = saved_pc;
    assign idu_inst  = io_master_rdata;
endmodule
==> design/flow/run.sh <==
#!/bin/bash
# OpenROAD 26Q1-2900-gdf79404cd8, Yosys 0.63+post, stock flow scripts
make -C /OpenROAD-flow-scripts/flow DESIGN_CONFIG=/design/flow/config.mk WORK_HOME=/design/flow/orfs finish
==> design/flow/config.mk <==
export PLATFORM = sky130hd
export DESIGN_NAME = ysyx_24090012_IFU
export DESIGN_NICKNAME = ysyx_24090012_IFU
export VERILOG_FILES = /design/flow/design.v
export SDC_FILE = /design/flow/constraint.sdc
export NUM_CORES = 4
export LEC_CHECK = 1
export CORE_AREA = 10 10 126 126
export DIE_AREA = 0 0 136 136
==> design/flow/constraint.sdc <==
current_design ysyx_24090012_IFU

set clk_period 3.7
set clk_io_pct 0.2

create_clock -name clk0 -period $clk_period [get_ports {clock}]

set non_clock_inputs [all_inputs -no_clocks]
set_input_delay [expr $clk_period * $clk_io_pct] -clock clk0 $non_clock_inputs
set_output_delay [expr $clk_period * $clk_io_pct] -clock clk0 [all_outputs]
==> flow_results.org <==
#+TITLE: Synthesis and PnR summary

** Status
- The run finished with clean final reports.

** Timing
- Final Max-Slew Violation Tally :: 0
- Number of hold violations in the final report :: 0
- Final setup violation count :: 0
- Setup repair after global routing left no endpoint under its margin.
- After layout, the setup clock skew is reported as 2.69 ps.
- The final timing report gives a worst setup slack of 750 ps.
- The transition time recorded at the tightest slew-check pin is 738 ps.
- Max-slew headroom at the worst pin :: 50.6%
- Fmax :: 339 MHz
- Final worst hold slack :: 472 ps
- Adding up every negative setup slack in the final design gives 0 ps.
- Counting I/O delays and the setup requirement, the final critical path takes 2950 ps.
- Final critical-path share of the clock period :: 79.7%

** Critical path
- Largest fanout of any net on the critical path :: 2
- STA classifies the critical path startpoint as an input port.
- Crit-path leading delay family :: buffers and inverters
- Required time at the worst-slack endpoint :: 2960 ps
- Arrival time at the worst endpoint :: 2210 ps
- The longest incremental delay of any stage on the critical path is reported as 470 ps.
- The setup path with the least slack is of type input port to primary output.
- The script reports the combined buffer and inverter count of the critical path as 2.
- Critical path capture point type :: primary output
- Standard cell with the maximum stage delay on the critical path :: sky130_fd_sc_hd__clkdlybuf4s50_1
- In this run the critical path is formed by clkdlybuf4s50_1 -> xor2_1 -> nor3_1 -> nand3_1 -> nor2_1 -> clkdlybuf4s50_1.
- In this design, the critical path's most frequently occurring cell is sky130_fd_sc_hd__clkdlybuf4s50_1.

** Clocking
- Total of cells resized after clock tree synthesis :: 0
- Clock tree synthesis inserted a total of 5 buffers.
- Number of buffers added to fix hold violations after cts :: 0
- Clock Tree Buf Depth :: 2
- Total setup buffers inserted after CTS :: 0
- Clock Latency Late Sink :: 270 ps
- The H-tree was split into 2 levels.
- Clock tree from TritonCTS :: done
- CTS clk-pin slew, worst paths :: 60 ps
- Clk root buf :: sky130_fd_sc_hd__clkbuf_16
- Clock tree synthesis found a total of 38 sinks.

** Yosys
- Dividing the synthesized area by the synthesized cell count gives 7.83 µm².
- Netlist Area Pre-Place :: 2010 µm²
- Total of flip-flops plus latches after synthesis :: 38
- Summing all multiplexer cells gives an area fraction of 0%.
- Adder Share, Synth :: 0.624%
- In this run, the synthesized area fraction spent on AND-OR/OR-AND gates is recorded as 10.4%.
- Yosys cell count :: 256
- The synthesized netlist devotes 2.62% of its cell area to XOR and XNOR gates.
- The synthesis run identifies the leading combinational cell family as buffers and inverters.
- During synthesis, Yosys emitted a total of 3 warnings.
- Instance count of the mapped netlist :: 256
- The number of different library cells used by synthesis comes to 24.
- Post-synthesis sequential area ratio :: 37.9%
- After synthesis, the chip area reported by Yosys is 2010 µm².
- Area share of and/or/nand/nor cells after synthesis :: 16.4%

** Finish
- Leaving out filler cells and counting taps, the final layout contains 480.
- Share of post-route cells with drive strength above 1 :: 3.95%
- In the final layout, the multi-input gates occupy 658 µm².
- Registers take 761 µm².
- Compared with the post-synthesis result, the final layout area differs by 47.5%.
- In the final layout, the fill cell count is 1415.

** Floorplanning
- Rows :: 42
- Pin placement for this block handled 195 I/O pins.
- Fp util :: 15.2%
- According to the floorplan report, the die height is 136 µm.
- The die is 136 µm wide.
- Chip Footprint :: 18500 µm²
- Std-Cell Core Area :: 13200 µm²

** Detailed routing
- Pre-Repair DR Iteration Count :: 4
- Per the detail_route report, vias per standard cell equal 3.48.
- Vias after detailed routing :: 1668
- In the routed netlist, the antenna diode instances number 0.
- Per the post-route antenna check, the number of violating nets is 0.
- Routed length per instance :: 12.8 µm
- Detailed-route DRC error count :: 0
- Final wirelength :: 6170 µm
- Initial detailed-routing violation count :: 32

** Global route
- After global routing the overflow that remains totals 0.
- GRT Resource Usage Total :: 6.28%
- Largest net degree at the start of global routing :: 37
- Via count of the first global-routing pass :: 1741
- Global-route wire length before repair :: 9310 µm
- The number of antenna violations at the first check in global routing was 0.

** Placement
- The count of buffers added on input and output ports is 114.
- Logged for this run, the post-placement worst setup slack is 723 ps.
- Counting tap cells, the placed design contains a total of 472 instances.
- The wire-length estimate of the detail-placed layout is 4870 µm.
- Placer Congestion :: 0.770

** Flow run
- Tool warning count :: 28
- Max cap viols :: 0

** Min path
- The tightest min-delay check is of the flop to flop type.

** Power and ir drop
- The analysis reports a worst IR drop on VDD of 0.000154 V.
- Leakage power of the design :: 1.08 nW
- Total power per unit cell area :: 387 nW/µm²
-- report_power, final --
part           internal (W)  switching [W]  total (W)
logic              0.000165      0.0000806   0.000246
clock network      0.000267       0.000163   0.000430
registers          0.000442      0.0000277   0.000470
-- per-layer routing --
layer | vias up | wire length, µm | part of all wire, % | GRT usage [%]
met5 | - | 0 | 0 | 0
met4 | 0 | 152 | 2.5 | 1.78
met3 | 18 | 602 | 9.8 | 2.55
met2 | 72 | 3050 | 49 | 10.7
met1 | 766 | 2360 | 38 | 7.11
li1 | 812 | - | - | -
-- worst register-to-register path, stage by stage (launching register included) --
cell                       delay, ps
sky130_fd_sc_hd__dfxtp_1         380
sky130_fd_sc_hd__nand2b_1        150
sky130_fd_sc_hd__a21oi_4         470
sky130_fd_sc_hd__buf_4           340
sky130_fd_sc_hd__nand2_1          90
sky130_fd_sc_hd__a21oi_1         120
-- cell usage after synthesis --
master                      n  area [µm²]
sky130_fd_sc_hd__nor2b_1    1        6.26
sky130_fd_sc_hd__conb_1     2        7.51
sky130_fd_sc_hd__nor3_1     1        5.00
sky130_fd_sc_hd__inv_1      2        7.51
sky130_fd_sc_hd__a21oi_1   34         170
sky130_fd_sc_hd__a221oi_1   1        8.76
sky130_fd_sc_hd__clkbuf_1   4        15.0
sky130_fd_sc_hd__xnor2_1    3        26.3
sky130_fd_sc_hd__o21ai_0    1        5.00
sky130_fd_sc_hd__nand3_1    2        10.0
sky130_fd_sc_hd__and4_1     1        8.76
sky130_fd_sc_hd__or3_1      1        6.26
sky130_fd_sc_hd__xor2_1     3        26.3
sky130_fd_sc_hd__nor2_1     4        15.0
sky130_fd_sc_hd__a211oi_1   1        7.51
sky130_fd_sc_hd__a21o_1     1        7.51
sky130_fd_sc_hd__a21oi_2    1        8.76
sky130_fd_sc_hd__nand2_1   67         251
sky130_fd_sc_hd__buf_4     77         578
sky130_fd_sc_hd__dfxtp_1   38         761
sky130_fd_sc_hd__nand2b_4   1        13.8
sky130_fd_sc_hd__buf_2      7        35.0
sky130_fd_sc_hd__ha_1       1        12.5
sky130_fd_sc_hd__nand2b_1   2        12.5
-- worst paths after layout --
kind	startpoint	to	slack (ps)	cells after the start
setup / recovery	io_master_rid[2]	idu_valid	750	6
hold / removal	saved_pc[18]$_SDFFE_PP0N_	saved_pc[18]$_SDFFE_PP0N_	470	2
hold reg to reg	saved_pc[18]$_SDFFE_PP0N_	saved_pc[18]$_SDFFE_PP0N_	470	2
setup reg to reg	state[0]$_SDFF_PP0_	saved_pc[28]$_SDFFE_PP0N_	2070	5
-- final cells by class --
cell class | count | area share [%]
Tap cell | 176 | 7.44
Clock inverter | 1 | 0.169
Clock buffer | 7 | 4.82
Inverter | 2 | 0.254
Timing Repair Buffer | 117 | 39.3
Multi-Input combinational cell | 139 | 22.3
Sequential cell | 38 | 25.7
-- placed cells by master (no fill, tap or decap), drive strengths merged, types with 3 or more instances in the layout --
cell | synthesis | routed
buf | 84 | 3
clkbuf | 4 | 7
dfxtp | 38 | 38
nor2 | 4 | 4
a21oi | 35 | 35
xor2 | 3 | 3
xnor2 | 3 | 3
clkdlybuf4s50 | 0 | 114
nand2 | 67 | 67
conb | 2 | 13
nand2b | 3 | 3
-- cell families after synthesis --
logic type,Yosys count
compound gates,39
fa+ha+maj,1
xor+xnor,6
flops,38
other cells,2
buf+inv,90
simple gates,80
-- flip-flops by register name (all words and copies together) (netlist names) --
name      flops
state         2
saved_pc     32
curr_id       4
-- stage by stage --
step / cell area (µm²) / power [W] / util, %
3_5_place_dp: 2810 / 0.000735 / 21.3
3_3_place_gp: 2810 / 0.000730 / 21.3
6_report: 2960 / 0.00115 / 22.4
2_1_floorplan: 2050 / 0.000605 / -
4_1_cts: 2960 / 0.00118 / 22.4
5_1_grt: 2960 / 0.00123 / 22.4
Power and IR drop assume default switching activity.
